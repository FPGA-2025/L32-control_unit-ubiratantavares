[design/flow/design.v]
module Control_Unit (
    input wire clk,
    input wire rst_n,
    input wire [6:0] instruction_opcode,  
    output reg pc_write,           
    output reg ir_write,           
    output reg pc_source,          
    output reg reg_write,          
    output reg memory_read,        
    output reg is_immediate,       
    output reg memory_write,       
    output reg pc_write_cond,      
    output reg lorD,               
    output reg memory_to_reg,      
    output reg [1:0] aluop,        
    output reg [1:0] alu_src_a,    
    output reg [1:0] alu_src_b     
);
	localparam FETCH    = 4'b0000;   
	localparam DECODE   = 4'b0001;   
	localparam MEMADR   = 4'b0010;   
	localparam MEMREAD  = 4'b0011;   
	localparam MEMWB    = 4'b0100;   
	localparam MEMWRITE = 4'b0101;   
	localparam EXECUTER = 4'b0110;   
	localparam ALUWB    = 4'b0111;   
	localparam EXECUTEI = 4'b1000;   
	localparam JAL      = 4'b1001;   
	localparam BRANCH   = 4'b1010;   
	localparam JALR     = 4'b1011;   
	localparam AUIPC    = 4'b1100;   
	localparam LUI      = 4'b1101;   
	localparam JALR_PC  = 4'b1110;   
	localparam LW      = 7'b0000011;
	localparam SW      = 7'b0100011;
	localparam RTYPE   = 7'b0110011;
	localparam ITYPE   = 7'b0010011;
	localparam JALI    = 7'b1101111;
	localparam BRANCHI = 7'b1100011;
	localparam JALRI   = 7'b1100111;
	localparam AUIPCI  = 7'b0010111;
	localparam LUII    = 7'b0110111;
	reg[3:0] state, next_state;
	always @(posedge clk or negedge rst_n) begin
		if (!rst_n)
			state <= FETCH;
		else
			state <= next_state;
	end
    always @(*) begin
        case (state)
            FETCH:    next_state = DECODE;
            DECODE: begin
				case (instruction_opcode)
				   RTYPE:   next_state = EXECUTER;
				   ITYPE:   next_state = EXECUTEI;
				   JALI	:   next_state = JAL;
				   BRANCHI: next_state = BRANCH;
				   JALRI:   next_state = JALR_PC;
				   AUIPCI:  next_state = AUIPC;
				   LUII:    next_state = LUI;
				   default: next_state = MEMADR;
				endcase
            end
            MEMADR:   next_state = (instruction_opcode == LW) ? MEMREAD : MEMWRITE;
            MEMREAD:  next_state = MEMWB;
            MEMWB:    next_state = FETCH;
            MEMWRITE: next_state = FETCH;
            EXECUTER: next_state = ALUWB;
            EXECUTEI: next_state = ALUWB;
            JAL:      next_state = ALUWB;
			BRANCH:   next_state = FETCH;
			JALR_PC:  next_state = JALR;
			JALR:     next_state = ALUWB;
			AUIPC:    next_state = ALUWB;
			LUI:      next_state = ALUWB;
            ALUWB:    next_state = FETCH;
            default:  next_state = FETCH;
        endcase
    end
    always @(*) begin
    	pc_write              = 0;          
    	ir_write              = 0;
        pc_source             = 0;
        reg_write             = 0;    
        memory_read           = 0;
        is_immediate          = 0;
        memory_write          = 0;
        pc_write_cond         = 0;
        lorD                  = 0;
        memory_to_reg         = 0;
        aluop                 = 2'b00;
        alu_src_a             = 2'b00;
        alu_src_b             = 2'b00;
        case (state)
            DECODE: begin
                alu_src_a     = 2'b10;
                alu_src_b     = 2'b10;
                aluop         = 2'b00;
            end
            MEMADR: begin
                alu_src_a     = 2'b01;
                alu_src_b     = 2'b10;
                aluop         = 2'b00;
            end
            MEMREAD: begin
                memory_read   = 1;
                lorD          = 1;
            end
            MEMWB: begin
                reg_write     = 1;
                memory_to_reg = 2'b01;
            end
            MEMWRITE: begin
                memory_write  = 1;
                lorD          = 1;
            end
            EXECUTER: begin
                alu_src_a     = 2'b01;
                alu_src_b     = 2'b00;
                aluop         = 2'b10;
            end
            ALUWB: begin
                reg_write     = 1;
                memory_to_reg = 2'b00;
            end
            EXECUTEI: begin
                alu_src_a     = 2'b01;
                alu_src_b     = 2'b10;
                aluop         = 2'b10;
                is_immediate  = 1;
            end
            JAL: begin
                alu_src_a     = 2'b10;
                alu_src_b     = 2'b01;
                pc_write      = 1;
                pc_source     = 1;
                aluop         = 2'b00;
            end
            BRANCH: begin
                alu_src_a     = 2'b01;
                alu_src_b     = 2'b00;
                aluop         = 2'b01;
                pc_write_cond = 1;
                pc_source     = 1;
            end
            JALR: begin
                alu_src_a     = 2'b10;
                alu_src_b     = 2'b01;
                pc_write      = 1;
                pc_source     = 1; 
                aluop         = 2'b00;
                is_immediate  = 1;
            end
            JALR_PC: begin
                alu_src_a     = 2'b01;
                alu_src_b     = 2'b10;
                aluop         = 2'b00;
            end
            AUIPC: begin
                alu_src_a     = 2'b10;
                alu_src_b     = 2'b10;
                aluop         = 2'b00;
            end
            LUI: begin
                alu_src_a     = 2'b11;
                alu_src_b     = 2'b10;
                aluop         = 2'b00;
            end
			FETCH: begin
		        memory_read   = 1;          
				alu_src_a     = 2'b00;
				lorD          = 0;
				ir_write      = 1;
				alu_src_b     = 2'b01;
				aluop         = 2'b00;
				pc_write      = 1;       
				pc_source     = 0;
            end
        endcase
	end
endmodule
[design/flow/run.sh]
#!/bin/bash
# OpenROAD 26Q1-2900-gdf79404cd8, Yosys 0.63+post, stock flow scripts
make -C /OpenROAD-flow-scripts/flow DESIGN_CONFIG=/design/flow/config.mk WORK_HOME=/design/flow/orfs finish
[design/flow/config.mk]
export PLATFORM = sky130hd
export DESIGN_NAME = Control_Unit
export DESIGN_NICKNAME = Control_Unit
export VERILOG_FILES = /design/flow/design.v
export SDC_FILE = /design/flow/constraint.sdc
export NUM_CORES = 4
export LEC_CHECK = 1
export CORE_AREA = 10 10 75 75
export DIE_AREA = 0 0 85 85
[design/flow/constraint.sdc]
current_design Control_Unit

set clk_period 2.5
set clk_io_pct 0.2

create_clock -name clk0 -period $clk_period [get_ports {clk}]

set non_clock_inputs [all_inputs -no_clocks]
set_input_delay [expr $clk_period * $clk_io_pct] -clock clk0 $non_clock_inputs
set_output_delay [expr $clk_period * $clk_io_pct] -clock clk0 [all_outputs]
==> deck_impl_summary.md <==
Key Metrics from the Run

Die
  • Die area: 7225 sq um
  • Core box area: 4058 sq um
  • Core Density at Floorplan: 13.75%
  • Die height: 85 um
  • Row Count: 23
  • Ports: 25
  • Die Width: 85 um

Worst setup path
  • CP Data Required Time: 2000 ps
  • R2R Setup Slk: 650 ps
  • Crit path DAT: 1900 ps
  • CP startpoint: state[1]$_DFF_PN0_
  • Critical path launch point type: register
  • Worst r2r dst: state[0]$_DFF_PN0_
  • Critical path type: register to primary output
  • Crit end category: primary output
  • Maximum fanout along the worst path: 5
  • Worst reg2reg path depth: 5
  • RR Startpoint: state[1]$_DFF_PN0_
  • CP Capture Point: alu_src_a[1]

Finish
  • Largest regs: state: 4 flops
  • FF/Latch Area: 101.3 sq um
  • Fillers: 440
  • Final Cell Area: 887.1 sq um
  • Most numerous logic cell after layout: clkdlybuf4s50_1
  • Share of layout cells above drive strength 1: 9.709%
  • Layout Utilization: 21.86%
  • Top reg by flops: state
  • Gate Area: 415.4 sq um
  • P&R area growth vs syn: 58.97%
  • Most frequent logic cells in the routed design: clkdlybuf4s50_1, nor2_1, nand2_1
  • Max reg flops: 4

Global route
  • Initial antenna violation count: 0
  • Number of global-route vias before repair: 669
  • Gr ovfl total: 0
  • Overall Global Routing Usage: 4.794%
  • First-pass GRT wire length: 3.077 mm
  • Largest net degree at the start of global routing: 19

Hold path
  • Worst min path class: input port to async pin

STA
  • Slew headroom: 64.42%
  • Worst slew pin tran: 533.7 ps
  • Final hold vios: 0
  • Worst Skew: 1.460 ps
  • Fin Setup TNS: 0 ps
  • RSZ-0062 raised after global routing: no
  • Tcrit/Tclk final: 95.94%
  • Slew Viols, Final: 0
  • Final Critical Period: 2399 ps
  • Final setup fails: 0
  • Final WS setup: 101.4 ps
  • Fmax: 0.4169 GHz

Place
  • GP Congestion: 0.8053
  • Port bufs: 24
  • Dpl hpwl: 1.412 mm
  • DP Area: 827.0 sq um
  • Dpl ws: 224.1 ps

Clocking
  • Reg clk slew, reported paths: 30 ps
  • CTS tree: done
  • Cts hold-fix bufs: 0
  • Clock H-tree levels: 1
  • Clk buf depth: 2
  • Num CTS Buffers: 3
  • Clock latency on the worst-skew pair: 210 ps
  • CTS root buffer: clkbuf_8
  • Sink Count: 4

Synth
  • Multiplexer share: 1.794%
  • Seq share, synth: 17.94%
  • Synth cell types: 30
  • Top logic family: simple AND/OR/NAND/NOR gates
  • Syn avg cell area: 6.975 sq um
  • Adder-cell share of the synthesized area: 11.21%
  • Number of enable flip-flop cells: 0
  • Seq cells post-synth: 4
  • Ys Warns: 1
  • XORs/XNORs by Area: 0%
  • Top FF cell, synth: dfrtp_1
  • Yosys simple share: 37.89%
  • # Cells Yosys: 80
  • Yosys aoi share: 21.75%
  • Syn Std Cell Area: 558.0 sq um
  • YS chip area: 558.0 sq um
  • FFs w/ async S/R, synth: 100.0%
  • Cells after Synth: 80

Drt
  • Vias per cell: 4.000
  • DR DRC count: 0
  • Routed wire length per instance: 12.10 um
  • # diodes: 0
  • Initial DRC count: 22
  • Via count: 612
  • First-pass DRT Iterations: 4
  • DRT antenna net count: 0
  • Total Routed Length: 1.851 mm

Power
  • PwrDens: 932.9 nW/um^2
  • Max VDD drop: 0.2147 mV
  • LEAKAGE: 0.3487 nW

Job
  • Number of max-cap violations: 0
  • Tool warnings: 29

Outcome
  • Status: finished clean
==> per-layer routing <==
metal	routed length, um	up-vias	GRT usage (%)
met3	178	4	1.638
met4	51	0	1.347
li1	-	320	-
met2	661	24	6.335
met1	961	264	7.050
met5	0	-	0
==> cells in the mapped netlist (2+ instances only) <==
cell,n,area (sq um)
and3_1,2,12.51
nor3b_1,2,15.01
nand2b_1,3,18.77
nor3_1,2,10.01
dfrtp_1,4,100.1
a21oi_1,7,35.03
nand2_1,11,41.29
o21ai_0,3,15.01
o21bai_1,2,15.01
nor2b_1,3,18.77
clkbuf_1,2,7.510
nor2_1,11,41.29
buf_4,2,15.01
nand3_1,2,10.01
inv_1,5,18.77
ha_1,5,62.56
==> what timing repair did <==
action / 4_1_cts / 5_1_grt
setup buffers: 0 / 1
setup endpoints to repair: 1 / 4
gates resized: 1 / 5
==> through the flow <==
stage	power (mW)	instances	hold WS, ps
global route	0.9110	153	500.6
floorplan	0.3995	80	204.4
CTS	0.8152	152	492.9
global placement	0.6651	149	717.7
detailed placement	0.6663	149	717.9
finish	0.8276	153	486.2
==> where the power goes <==
group	leakage [nW]	internal [mW]	switching, mW
Clock	0.0216	0.102	0.0313
Combinational	0.277	0.334	0.211
Sequential	0.0505	0.0898	0.0587
==> worst max-delay path, cell delays in order (launching register included) <==
cell and delay [ps]:
dfrtp_1 420, inv_1 110, ha_2 210, or3b_4 410, nand2_1 70, clkdlybuf4s50_1 470
==> final cells by class <==
| class | instances | area share, % |
|---|---|---|
| Tap cell | 50 | 7.052 |
| Sequential cell | 4 | 11.42 |
| Timing Repair Buffer | 25 | 27.93 |
| Inverter | 5 | 2.116 |
| Clock buffer | 3 | 4.654 |
| Multi-Input combinational cell | 66 | 46.83 |
==> worst min-delay path by stage <==
stage	from	to	slack [ps]	cells after the start
CTS	rst_n	state[0]$_DFF_PN0_	490	1
global route	rst_n	state[3]$_DFF_PN0_	500	1
finish	rst_n	state[1]$_DFF_PN0_	490	1
==> kinds of logic after synthesis <==
group / after synthesis
muxes: 1
and+or+nand+nor: 41
adders and majority gates: 5
AOI/OAI and AO/OA: 19
buffers and inverters: 10
DFF: 4
Power is estimated from default activity; no workload was simulated.
